<file path="config.mk">
export PLATFORM = sky130hd
export DESIGN_NAME = buggy_mux
export DESIGN_NICKNAME = buggy_mux
export VERILOG_FILES = /design/flow/design.v
export SDC_FILE = /design/flow/constraint.sdc
export NUM_CORES = 4
export LEC_CHECK = 1
export CORE_AREA = 10 10 70 70
export DIE_AREA = 0 0 80 80
</file>
<file path="constraint.sdc">
current_design buggy_mux

set clk_period 1.9
set clk_io_pct 0.2

create_clock -name clk0 -period $clk_period

set non_clock_inputs [all_inputs -no_clocks]
set_input_delay [expr $clk_period * $clk_io_pct] -clock clk0 $non_clock_inputs
set_output_delay [expr $clk_period * $clk_io_pct] -clock clk0 [all_outputs]
</file>
<file path="design.v">
module buggy_mux(sel,inp0, inp1, inp2, inp3, inp4, inp5, inp6, inp7, inp8, 
           inp9, inp10, inp11, inp12, inp13, inp14, inp15, inp16, inp17,
           inp18, inp19, inp20, inp21, inp22, inp23, inp24, inp25, inp26,
           inp27, inp28, inp29, inp30, out);
  input [4:0] sel;
  input [1:0] inp0, inp1, inp2, inp3, inp4, inp5, inp6,
            inp7, inp8, inp9, inp10, inp11, inp12, inp13, 
            inp14, inp15, inp16, inp17, inp18, inp19, inp20,
            inp21, inp22, inp23, inp24, inp25, inp26,
            inp27, inp28, inp29, inp30;
  output [1:0] out;
  reg [1:0] out;
  always @(sel or inp0  or inp1 or  inp2 or inp3 or inp4 or inp5 or inp6 or
            inp7 or inp8 or inp9 or inp10 or inp11 or inp12 or inp13 or 
            inp14 or inp15 or inp16 or inp17 or inp18 or inp19 or inp20 or
            inp21 or inp22 or inp23 or inp24 or inp25 or inp26 or inp27 or 
            inp28 or inp29 or inp30 )
  begin
    case(sel)
      5'b00000: out = inp1;   
      5'b00001: out = inp0;   
      5'b00010: out = inp2;  
      5'b00011: out = inp3;  
      5'b00100: out = inp4;  
      5'b00101: out = inp5;  
      5'b00110: out = inp6;  
      5'b00111: out = inp7;  
      5'b01000: out = inp8;  
      5'b01001: out = inp9;  
      5'b01010: out = inp10;
      5'b01011: out = inp11;
      5'b01101: out = inp12;
      5'b01101: out = inp13;
      5'b01110: out = inp14;
      5'b01111: out = inp15;
      5'b10000: out = inp16;
      5'b10001: out = inp17;
      5'b10010: out = inp18;
      5'b10011: out = inp19;
      5'b10100: out = inp20;
      5'b10101: out = inp21;
      5'b10110: out = inp22;
      5'b10111: out = inp23;
      5'b11000: out = inp24;
      5'b11001: out = inp25;
      5'b11010: out = inp26;
      5'b11011: out = inp27;
      5'b11100: out = inp28;
      5'b11101: out = inp29;
      default: out = 0;
    endcase
  end
endmodule 
</file>
<file path="run.sh">
#!/bin/bash
# OpenROAD 26Q1-2900-gdf79404cd8, Yosys 0.63+post, stock flow scripts
make -C /OpenROAD-flow-scripts/flow DESIGN_CONFIG=/design/flow/config.mk WORK_HOME=/design/flow/orfs finish
</file>
==> flow_metrics.tcl <==
# metrics dict for downstream scripts
set metrics [dict create \
    status "finished with violations" \
    violations "setup timing" \
    slowest_stage "or4_1" \
    io_buffers 65 \
    power.density_nw_per_um2 192 \
    globalRoute.totalOverflow 0 \
    placed_area_um2 1500 \
    simple_gate_share_pct 40.2 \
    adder_share_pct 0 \
    grt_pass1_wl_um 5270 \
    relSlewSlack_pct 79.3 \
    clockBufferCount 0 \
    fp_util_pct 19.9 \
    detail_route.wl_per_cell_um 14.8 \
    yosysWarningCount 1 \
    logic_family "simple AND/OR/NAND/NOR gates" \
    drtIter0Drc 28 \
    seq_cell_count 0 \
    slew_viol_final 0 \
    instances_no_fill 227 \
    fin_area_um2 1730 \
    flop_area_um2 0 \
    startpoint_type "input port" \
    path_delay_family "simple AND/OR/NAND/NOR gates" \
    synth_area_um2 678 \
    critPathMaxStageDelay_ps 510 \
    finalCritPeriodShare_pct 114 \
    grt_max_degree 12 \
    placed_cells 218 \
    place_congestion 0.875 \
    rsz0062_at_grt "yes" \
    ys_seq_share_pct 0 \
    critPathMaxFanout 6 \
    fin_ws_ps -271 \
    report.final.setup_viol 2 \
    coreArea_um2 3420 \
    drive_above_1_share_pct 39.8 \
    avgSynthCellArea_um2 7.14 \
    ant_nets 0 \
    area_growth_syn_to_layout_pct 156 \
    cp-startpoint "sel[0]" \
    dp_hpwl_um 2800 \
    drv_cap 0 \
    fill_cells 331 \
    synthesis.instances 95 \
    crit_type "in -> out" \
    grtUsageTotal_pct 9.92 \
    drt_pass1_iterations 3 \
    ys_sh_mux_pct 29.3 \
    crit_arrival_ps 1790 \
    synth.distinct_cells 37 \
    ys_area_um2 678 \
    die_w_um 80 \
    cp_cell_sequence "buf_8 > buf_8 > mux2_4 > a31oi_4 > a22oi_2 > or4_1 > buf_2" \
    min_path_type "in -> out" \
    vdd.ir_drop.worst_v 0.0000771 \
    critPathMostFrequentCell "buf_8" \
    worstHoldStart "sel[3]" \
    end_kind "output pin" \
    xor_share_pct 0 \
    drt-total-wl_um 3370 \
    power_uw 333 \
    die_y_um 80 \
    antenna_cells 0 \
    fin_setup_tns_ps -482 \
    max_freq_mhz 461 \
    required_ps 1520 \
    avgViaCountPerCell 4.73 \
    drc 0 \
    cp_num_buf_inv 3 \
    grt_pass1_vias 1130 \
    post-route-util_pct 50.8 \
    worstMarginPinSlew_ps 310 \
    antenna_found_initial 0 \
    via_count 1074 \
    num_io_pins 69 \
    finalCriticalPeriod_ps 2170 \
    tool_warnings 39 \
    aoi_share_pct 20.7 \
    hold_viol_final 0 \
    num_rows 21 \
    ys_cells 95 \
    leakagePower_uw 0.000794 \
    die_area_um2 6400 \
]
timing repair:
action,CTS,global route
resized,100,21
hold buffers,0,0
endpoints found under the setup margin,2,2
pin swaps,28,13
cloned,1,0
setup buffers,6,3
kinds of logic after synthesis:
logic type | after synthesis
buffers and inverters | 13
multiplexers | 16
AND-OR/OR-AND | 20
AND/OR/NAND/NOR | 46
worst paths after layout:
| check | end | slack, ps | cells past startpoint |
|---|---|---|---|
| max | out[0] | -270 | 7 |
| min | out[1] | 1320 | 4 |
layout make-up:
cell class | count | area (um^2) | share of cell area (%)
well taps | 46 | 57.6 | 3.32
inverters | 2 | 7.51 | 0.433
multi-input cells | 82 | 762 | 43.9
repair buffers | 97 | 907 | 52.3
per-layer routing:
metal | wire length [um] | part of all wire (%) | GRT usage, %
met1 | 1400 | 42 | 12.5
met3 | 247 | 7.3 | 2.73
met4 | 0 | 0 | 0
met2 | 1720 | 51 | 17.3
met5 | 0 | 0 | 0
tightest hold or removal path: cells and delay by family:
kind	cells	cell delay, ps
compound gates	1	110
buf+inv	3	450
cell usage after synthesis, drive strengths merged (2+ instances only):
cell    count  area (um^2)
nor2        2         7.51
nor3b       2         15.0
or3         2         12.5
nand3      13         65.1
a22oi       2         15.0
buf         8         47.5
clkbuf      3         11.3
nor2b       5         31.3
mux4        2         45.0
nor3        5         25.0
o21ai       2         10.0
a22o        2         17.5
inv         2         7.51
mux2        8         93.8
nand3b      3         22.5
a21oi       3         15.0
a31oi       5         31.3
mux2i       6         60.1
nand4       6         37.5
per-stage QoR:
step	hold slack, ps	worst slack, ps
floorplan	949	-45.9
global placement	1990	-1110
detailed placement	1990	-1130
CTS	1340	-264
global route	1370	-339
finish	1320	-271
power by group:
group / internal, uW / switching [uW]
combinational: 217 / 116
sequential: 0 / 0
clock: 0 / 0
placed cells by master, fill, tap and decap left out, types with 3 or more instances in the layout:
cell             count
nand3b_1             3
nor2b_1              3
nor3_1               4
mux2i_1              5
buf_2                4
nand3_2              4
buf_6               12
buf_4               20
a31oi_1              3
dlygate4sd2_1       27
mux2_4               7
dlymetal6s2s_1       7
clkdlybuf4s50_1     22
nand3_1              9
nand4_1              6
Power is estimated from default activity; no workload was simulated.

==> design.v <==
module RV32I(
    input clk1,
    input clk2,
	 output reg [31:0]mem_wb_aluout
    );
reg HALTED,TAKEN_BRANCH;
reg RR_ALU,RM_ALU,LOAD,STORE,BRANCH,HALT;
reg [31:0] pc,if_id_ir,if_id_npc;
reg [31:0] id_ex_ir,id_ex_npc,id_ex_a,id_ex_b,id_ex_imm;
reg [2:0] id_ex_type,ex_mem_type,mem_wb_type;
reg [31:0] ex_mem_ir,ex_mem_aluout,ex_mem_b,ex_mem_cond;
reg [31:0] mem_wb_ir ,mem_wb_lmd;
reg [31:0]Reg[0:31];
reg [31:0]mem[0:1023];
reg [2:0]funct3_1;
reg [6:0]funct7_2,opcode,opcode_1,opcode_2;
reg [4:0]rd_3,rs1_1,rs2_1; 
parameter ADD=7'b0110011, SUB=7'b0110011, AND=7'b0110011, OR=7'b0110011, SLT=7'b0110011, MUL=7'b0110011, HLT=7'b0111111, LW=7'b0000011, SW=7'b0100011, ADDI=7'b0010011,SLTI=7'b0010011, BNE=7'b1100011, BEQ=7'b1100011;
    initial
		begin :map
		integer i;
		for(i=0;i<32;i=i+1)
		Reg[i] = i;
		mem[0] = 32'h00308133;  
      mem[1] = 32'h0073e3b3;  
      mem[2] = 32'h40308133;  
      mem[3] = 32'h0073e3b3;  
      mem[4] = 32'h40308133;  
      mem[5] = 32'h00528213;  
      mem[6] = 32'h0083a303;  
      mem[7] = 32'h0073e3b3;  
      mem[8] = 32'h023100b3;  
      mem[9] = 32'h0073e3b3;  
		HALTED = 0;
		pc = 0;
		TAKEN_BRANCH = 0;
		#200;
		end
always @(posedge clk1)    
begin : IF
if(HALTED == 0)
begin
if(((opcode == BEQ)&&(ex_mem_cond == 1'b1)) || ((opcode == BNE)&&(ex_mem_cond == 1'b0)))
begin
if_id_ir <= #2 mem[ex_mem_aluout];
if_id_npc <= #2 ex_mem_aluout + 4;
pc <= #2 ex_mem_aluout +4;
end
else
begin
if_id_ir <= #2 mem[pc];
if_id_npc <= #2 pc + 4;
pc <= #2 pc + 4;
end
opcode = if_id_ir[6:0];
end
end
always @(posedge clk2)   
begin : ID
if(HALTED == 0)
begin 
if(rs1_1 == 5'b00000)
id_ex_a <= 0;
else
id_ex_a <= #2 Reg[rs1_1];
if(rs2_1 == 5'b00000)
id_ex_b <= 0;
else
id_ex_b <= #2 Reg[rs2_1];
id_ex_npc <= #2 if_id_npc;
id_ex_ir <= #2 if_id_ir;
id_ex_imm <= #2 {{20{if_id_ir[31]}},{if_id_ir[31:20]}};
opcode_1 <= id_ex_ir[6:0];
funct3_1 <= id_ex_ir[14:12];
rs1_1 <= id_ex_ir[19:15];
rs2_1 <= id_ex_ir[24:20];
case(funct3_1)
3'b000:begin
case(opcode_1)
ADD,SUB,MUL: id_ex_type <= #2 RR_ALU;
ADDI : id_ex_type <= #2 RM_ALU;
BEQ: id_ex_type <= #2 BRANCH;
endcase
end
3'b110:begin
case(opcode_1)
OR:id_ex_type <= #2 RR_ALU;
endcase
end
3'b111:begin
case(opcode_1)
AND:id_ex_type <= #2 RR_ALU;
endcase
end
3'b010:begin
case(opcode_1)
SLT : id_ex_type <= #2 RR_ALU;
SLTI : id_ex_type <= #2 RM_ALU;
LW : id_ex_type <= #2 LOAD;
SW : id_ex_type <= #2 STORE;
endcase
end
3'b001:begin
case(opcode_1)
BNE: begin
	TAKEN_BRANCH <= #2 1'b1;
	id_ex_type <= #2 BRANCH;
end
HLT : id_ex_type <= #2 HALT;
endcase
end
default :begin
	TAKEN_BRANCH <= #2 1'b0;
	id_ex_type <= #2 HALT;
 end
endcase
end
end
always @(posedge clk1)  
begin : EX
if(HALTED == 0)
begin 
ex_mem_type <= #2 id_ex_type;
ex_mem_ir <= #2 id_ex_ir;
opcode_2 <= ex_mem_ir[6:0];
funct7_2 <= ex_mem_ir[31:25];
case(id_ex_type)
RR_ALU: begin
case(funct7_2)
7'b0000000:begin
case(opcode_2)
ADD: ex_mem_aluout <= #2 id_ex_a + id_ex_b;
AND: ex_mem_aluout <= #2 id_ex_a & id_ex_b;
OR : ex_mem_aluout <= #2 id_ex_a | id_ex_b;
SLT: ex_mem_aluout <= #2 id_ex_a < id_ex_b;
default: ex_mem_aluout <= #2 32'h00000000;
endcase
end
 7'b0100000:begin
 case(opcode_2)
 SUB: ex_mem_aluout <= #2 id_ex_a - id_ex_b;
 default: ex_mem_aluout <= #2 32'h00000000;
endcase
end
  7'b0000001:begin
 case(opcode_2)
 MUL: ex_mem_aluout <= #2 id_ex_a * id_ex_b;
 default: ex_mem_aluout <= #2 32'h00000000;
endcase
end
default: ex_mem_aluout <= #2 32'h00000000;
endcase
end
RM_ALU: begin
case(opcode_2)
ADDI: ex_mem_aluout <= #2 id_ex_a + id_ex_imm;
SLTI: ex_mem_aluout <= #2 id_ex_a < id_ex_imm;
default: ex_mem_aluout <= #2 32'h00000000;
endcase
end
LOAD,STORE: 
begin
ex_mem_aluout <= #2 id_ex_a + id_ex_imm;
ex_mem_b <= #2 id_ex_b;
end
BRANCH: begin
ex_mem_aluout <= #2 id_ex_npc + id_ex_imm;
ex_mem_cond <= #2 (id_ex_a == 0);
end
endcase
end
end
always @(posedge clk2)  
begin : MEM
if(HALTED == 0)
begin 
mem_wb_type = ex_mem_type;
mem_wb_ir <= #2 ex_mem_ir;
case(ex_mem_type)
RR_ALU,RM_ALU: 
mem_wb_aluout <= #2 ex_mem_aluout;
LOAD: mem_wb_lmd <= #2 mem[ex_mem_aluout];
STORE:begin
if(TAKEN_BRANCH == 0)
mem[ex_mem_aluout] <= #2 ex_mem_b;
end
endcase
end
end
always @(posedge clk1)  
begin : WB
rd_3 <= mem_wb_ir[11:7];
if(TAKEN_BRANCH == 0)
case (mem_wb_type)
RR_ALU: Reg[rd_3] <= #2 mem_wb_aluout;
RM_ALU: Reg[rd_3] <= #2 mem_wb_aluout;
LOAD: Reg[rd_3] <= #2 mem_wb_lmd;
HALT: HALTED <= #2 1'b1;
endcase
end
endmodule
==> run.sh <==
#!/bin/bash
# OpenROAD 26Q1-2900-gdf79404cd8, Yosys 0.63+post, stock flow scripts
make -C /OpenROAD-flow-scripts/flow DESIGN_CONFIG=/design/flow/config.mk WORK_HOME=/design/flow/orfs finish
==> config.mk <==
export PLATFORM = sky130hd
export DESIGN_NAME = RV32I
export DESIGN_NICKNAME = RV32I
export VERILOG_FILES = /design/flow/design.v
export SDC_FILE = /design/flow/constraint.sdc
export NUM_CORES = 4
export LEC_CHECK = 1
export CORE_UTILIZATION = 30
export SYNTH_MEMORY_MAX_BITS = 65536
==> constraint.sdc <==
current_design RV32I

set clk_period 19.0
set clk_io_pct 0.2

create_clock -name clk0 -period $clk_period [get_ports {clk1}]
create_clock -name clk1 -period $clk_period [get_ports {clk2}]

set non_clock_inputs [all_inputs -no_clocks]
set_input_delay [expr $clk_period * $clk_io_pct] -clock clk0 $non_clock_inputs
set_output_delay [expr $clk_period * $clk_io_pct] -clock clk0 [all_outputs]
==> results_slide.txt <==
Implementation Results

Status
  – Run status: complete, no violations

Hold path
  – HP Class: flip-flop to flip-flop
  – HP Start: mem_wb_ir[8]
  – Worst Hold End: rd_3[1]
  – Worst Hold Path Cells: 0

Synthesis
  – Yosys warns: 7
  – Unique cell types: roughly 63
  – Number of enable flip-flop cells: 96
  – Flops after synth: between 200 and 250
  – Synth Flop Type: dfxtp_1
  – Top-area cell share: 0.3252
  – Ys async rst share: 0
  – Yosys cell count: about 2500
  – Post-synth top area cell: fa_1
  – Mapped cell area: about 0.025 mm^2
  – YS chip area: ~0.025 mm^2
  – Top cells, area: fa_1 (33%), dfxtp_1 (12%), edfxtp_1 (11%), ha_1 (7.8%), and2_1 (7.7%)
  – Synth Seq Share: 0.2314
  – Mean Syn Cell Area: between 9 and 10 um^2
  – Number of cells produced by synthesis: 2530

Global route
  – Total track usage: 0.1689
  – Initial antenna violation count: 0
  – M3 GR Usage: 0.06870
  – Global-route wire length before repair: 105300 um
  – GRT Max-Usage Layer: met2
  – Met1 Resource Use GR: 0.2309
  – Largest net degree at the start of global routing: 53
  – Vias in the first global route: roughly 18000
  – Overflow after GRT: 0
  – Met2 Resource Use GR: 0.2523

Drt
  – Router iterations before antenna repair: 5
  – Via count: 16806
  – Starting DRT DRC Count: 673
  – Final antenna-violating net count: 0
  – Vias per cell: around 4.7
  – DRC viols: 0
  – WL final: ~65000 um
  – DR WL/cell: between 15 and 20 um
  – # diodes: 0

Clock tree
  – Post-cts gate resize count: 0
  – Clock-pin slew on the worst setup and hold paths: ~0.09 ns
  – CTS tree: yes
  – Post-CTS Hold Fix Bufs: 0
  – TritonCTS Sinks: roughly 240
  – Setup Fix Bufs, Post-CTS: 0

Worst setup path
  – Critical Path Most Common Cell: fa_1
  – Setup CP Type: flip-flop to flip-flop
  – CP max FO: 17
  – Reg-to-reg slack, setup: ~11 ns
  – R2r endpoint: ex_mem_aluout[31]
  – Type of element capturing the critical path: flip-flop
  – R2r worst-path depth: 25
  – R2r startpoint: id_ex_a[16]
  – Worst path max stage delay: ~0.8 ns
  – Family with the most delay on the worst path: adder cells
  – WP buf/inv: 6
  – Slowest CP cell: dfxtp_1
  – Crit path DAT: between 7 and 8 ns
  – Critical Path Start Type: flip-flop
  – Req. time, crit path: slightly below 20 ns

Final timing
  – Worst Hold Margin: 0.2816 ns
  – Max_slew headroom: 0.4476
  – Max-slew violations: 0
  – Fin. Hold Viols: 0
  – Final setup violation count: 0
  – Layout Skew: ~0.025 ns
  – Actual slew at the worst max-slew pin: between 0.8 and 0.9 ns
  – Unrepaired setup endpoints after global routing: no
  – Setup TNS Final: 0 ns

Cells and area
  – Most frequent cells in the layout: inv_1 (469), fa_1 (409), and2_1 (309), nand2_1 (262), ha_1 (156)
  – Layout cells sized above 1: 0.05560
  – Fill cell count: 8292
  – Area Growth Syn to Fin: 10.09%
  – Top cell excl fill/tap: inv_1

Floorplanning
  – Chip height: just under 300 um
  – Die span in x: approximately 300 um
  – Core region area: 0.08250 mm^2
  – I/O Pins: 34
  – Fp_density: 0.3052
  – Chip area: between 0.08 and 0.09 mm^2
  – Num rows: ~110

Job
  – MaxCap Viol Count: 0
  – Log Warnings: 27

Power
  – Power per cell area: between 30 and 40 mW/mm^2
  – Pwr Total: around 0.0011 W
  – Max IR drop VDD: 0.06815 mV
  – Leakage: roughly 12 nW

Place
  – Routability Congestion: around 0.91
  – Port bufs: 32
  – Post-DP HPWL: 47160 um
area by class of cell:
class / count / area [um^2] / area share
multi-input combinational: 1692 / 17130 / 0.6179
sequential: 243 / 5827 / 0.2102
inverter: 469 / 1760 / 0.06351
tap: 1070 / 1339 / 0.04830
timing repair buffer: 85 / 718.2 / 0.02591
clock buffer: 28 / 658.1 / 0.02374
clock inverter: 19 / 287.8 / 0.01038
logic make-up (layout without fill, tap and decap cells):
logic type / count (synthesis) / after routing / synth area share
adder cells (fa/ha/maj): 565 / 565 / 0.4027
XOR/XNOR: 134 / 134 / 0.04716
buffers and inverters: 595 / 601 / 0.08900
AND/OR/NAND/NOR: 714 / 714 / 0.1473
flip-flops: 243 / 243 / 0.2314
AND-OR/OR-AND: 246 / 246 / 0.06769
multiplexers: 33 / 33 / 0.01471
synth_stat cells, types with 8 or more instances:
cell,count
and2_1,309
ha_1,156
inv_1,469
nand2_1,262
fa_1,409
mux2_2,32
nand3_1,17
a22o_1,31
o22ai_1,15
o21a_1,11
xor2_1,44
o21bai_1,8
nor2b_1,9
a21o_1,22
xnor2_1,89
nor3_1,18
nand2b_1,13
nor2_1,41
a211oi_1,13
dfxtp_1,147
clkbuf_1,123
o21ai_0,41
a21oi_1,47
edfxtp_1,96
metal layers:
| layer | routed length (um) | up-vias |
|---|---|---|
| met4 | 2489 | 0 |
| met5 | 0 | - |
| met3 | 6528 | 97 |
| met1 | 26810 | 8287 |
| li1 | - | 7801 |
| met2 | 28960 | 621 |
per-stage QoR:
step / instances / setup slack (ns) / util / instance area [um^2]
final: 3606 / 11.38 / 0.3360 / 27720
after global routing: 3606 / 10.80 / 0.3360 / 27720
after CTS: 3606 / 11.39 / 0.3360 / 27720
after detailed placement: 3559 / 11.40 / 0.3245 / 26770
after global placement: 3559 / 11.45 / 0.3245 / 26770
after floorplan: 2530 / 11.76 / - / 25180
power by group:
| group | internal [W] | switching, W | leakage, nW | total (W) |
|---|---|---|---|---|
| registers | 0.000537 | 0 | 2.30 | 0.000537 |
| logic | 0 | 0 | 9.72 | 0.00000000972 |
| clock network | 0.000338 | 0.000226 | 0.449 | 0.000564 |
| total | 0.000875 | 0.000226 | 12.5 | 0.00110 |
worst max path at each step:
stage	end	from	cells past startpoint	slack (ns)
finish	ex_mem_aluout[31]	id_ex_a[16]	25	11.38
global route	ex_mem_aluout[30]	id_ex_a[16]	23	10.80
CTS	ex_mem_aluout[31]	id_ex_a[16]	25	11.39
state kept, by name (all words and copies together) (netlist names):
| name | flops |
|---|---|
| id_ex_a | 32 |
| funct7_2 | 2 |
| pc | 2 |
| ex_mem_aluout | 32 |
| rs1_1 | 2 |
| rd_3 | 2 |
| mem_wb_ir | 2 |
| ex_mem_ir | 3 |
| if_id_ir | 3 |
| id_ex_ir | 3 |
| mem_wb_aluout | 32 |
| id_ex_b | 32 |
| Reg | 96 |
Power figures rest on the tool's default switching activity, not on a simulated workload.
